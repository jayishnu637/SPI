$ cat config.mk
export PLATFORM = sky130hd
export DESIGN_NAME = master_DA
export DESIGN_NICKNAME = master_DA
export VERILOG_FILES = /design/flow/design.v
export SDC_FILE = /design/flow/constraint.sdc
export NUM_CORES = 4
export LEC_CHECK = 1
export CORE_UTILIZATION = 40
$ cat constraint.sdc
current_design master_DA

set clk_period 5.3
set clk_io_pct 0.2

create_clock -name clk0 -period $clk_period [get_ports {clk_100mhz}]

set non_clock_inputs [all_inputs -no_clocks]
set_input_delay [expr $clk_period * $clk_io_pct] -clock clk0 $non_clock_inputs
set_output_delay [expr $clk_period * $clk_io_pct] -clock clk0 [all_outputs]
$ cat design.v
`timescale 1ns / 1ps
module master_DA(
    input [11:0] data_in,
    input clk_100mhz,
    input st_wrt,
    output reg done,
    output reg mosi,
    output reg sclk,
    output reg cs
    );
    typedef enum logic [1:0] {idle_dac = 0, init_dac = 1, dac_data = 2, send_data = 3} state_type;
    state_type state;
    integer count = 0;
    reg [31:0] data = 32'h0;
    reg [31:0] setup_dac = 32'h08000001;
    reg dac_init = 1'b0;
    reg clk_1mhz = 1'b0;
    integer clk_div = 0;
    always@ (posedge clk_100mhz) begin
    if(clk_div==49) begin
    clk_div <= 0;
    clk_1mhz <= ~clk_1mhz;
    end
    else begin
    clk_div <= clk_div+1;
    end
    end
    always@ (posedge clk_1mhz or negedge st_wrt) begin
    if(!st_wrt) begin
    state <= idle_dac;
    cs <= 1'b1;
    mosi <= 1'b0;
    done <= 1'b0;
    count <= 0;
    end else begin
    case (state)
    idle_dac : begin
    cs <= 1'b1;
    mosi <= 1'b0;
    count <= 0;
    done  <= 1'b0; 
    if(!dac_init) begin
    state <= init_dac;
    end
    else begin
    state <= dac_data;
    end
    end
    init_dac : begin
    if(count<32) begin
    cs<=1'b0;
    mosi<=setup_dac[31-count];
    count<=count+1;
    state<=init_dac;
    end
    else begin
    count<=0;
    dac_init<=1'b1;
    cs<=1'b1;
    state<=dac_data;
    end
    end
    dac_data: begin
    cs <= 1'b1;
    mosi <= 1'b0;
    data <= {12'h030, data_in, 8'h00};
    state <= send_data;
    end
    send_data: begin
    if(count<32) begin
    cs <= 1'b0;
    mosi <= data[31-count];
    count <= count + 1;
    state<=send_data;
    end else begin
    count <= 0;
    cs <= 1'b1;
    done <= 1'b1;
    state <= idle_dac;
    end
    end
    default: state <= idle_dac;
    endcase
    end
    end
    assign sclk = clk_1mhz;
endmodule
$ cat run.sh
#!/bin/bash
# OpenROAD 26Q1-2900-gdf79404cd8, Yosys 0.63+post, stock flow scripts
make -C /OpenROAD-flow-scripts/flow DESIGN_CONFIG=/design/flow/config.mk WORK_HOME=/design/flow/orfs finish
==> results.txt <==
Implementation results are summarized by area below.

Status
The flow ran to the end, and the final reports show no timing, DRC or antenna violations.

CTS
The longest clock path from root to sink contains 2 buffers. The clock root buffer master is clkbuf_8. The TritonCTS clock tree is built. The post-CTS hold buffer count recorded in the log is 0. The CTS H-tree depth is 2. The number of clock buffers inserted by TritonCTS is 5. At the later pin of the worst-skew pair, clock insertion delay measures 280 ps. Looking at the worst setup and hold paths, the clock pins of their registers show a slew of 60 ps. The post-CTS setup repair buffer count is 0. The number of instances resized during post-cts repair is 0.

Floorplan
Per the OpenROAD floorplan log, the area of the core is 0.00973 mm². The number of placed I/O pins is 18. The initialized floorplan defines 36 standard-cell rows.

The y dimension of the die is 102 µm. The area of the chip is 0.0104 mm². The die is 102 µm wide. The starting density of the core is 41.2%.

Job
The number of warnings in the stage logs is 26. The reported max-cap violation count is 0.

Worst setup path
The arrival time of data at the worst endpoint is listed as 1570 ps. The capture point of the worst register-to-register path is recorded as clk_div[31]. Looking at the critical path, the highest net fanout was 55.

According to the timing report, the data required time at the worst endpoint equals 4240 ps. The worst register-to-register path has a setup slack of 3290 ps. The timing startpoint of the critical path is clk_1mhz. The worst setup path is launched from a register.

The worst register-to-register path depth is 5. The start-to-end type of the worst setup path is reg2out. The start of the worst register-to-register path is clk_div[5]. STA classifies the critical path endpoint as an output port.

Final timing
The number of endpoints failing setup at the final stage is 0. The transition time recorded at the tightest slew-check pin is 733 ps. The final timing report gives a worst setup slack of 2670 ps.

The count of final max-slew check failures is 0. The number of unconstrained endpoints is 68. For the finished layout, the period the worst path requires is 2630 ps. The count of unclocked register or latch pins is 53.

In the final run the clock tree shows a worst skew of 1.66 ps. Setup repair after global routing left no endpoint under its margin. The headroom to the max-slew limit is 50.8%. Of the available clock period, the critical path in the final layout requires 49.6%.

For this run, the top clock speed supported by timing is 380 MHz. The accumulated negative setup slack is 0 ps. The worst-case hold slack is 456 ps. In the final report, the number of hold violations comes to 0.

Cells and area
The ratio of cells with drive above 1 in the final layout is 5.26%. The layout overhead on the synthesized area is 9.23%. The layout filler cell count is 918.

Power
The maximum ir drop on the vdd rail is 83.6 µV. The reported leakage power is 0.00162 µW. Total power normalized to cell area comes to 101 mW/mm².

Yosys
Looking at the cell usage after synthesis, the top flip-flop cell is dfrtp_1. By area the synthesized netlist is led by dfrtp_1 (23%), dfxtp_1 (16%), edfxtp_1 (11%). In this run, synthesis inferred 15 flip-flops with an integrated enable. Yosys reports a chip area of 0.00401 mm². In this run the cell area of the synthesized design comes to 0.00401 mm². In the Yosys stats the netlist draws on 53 distinct library cells.

The total cells reported by yosys after synthesis is 403. The number of warning messages in the yosys log is 2. The post-synthesis sequential area ratio is 51.6%. Yosys reported a register bit count of 86. The most area-hungry cell type in the Yosys netlist is dfrtp_1.

The cell count after synthesis is 403. After synthesis, the largest area contributor takes up 23.1% of total cell area. The async set-or-reset flop fraction in the synthesized netlist is 45.3%. A synthesized cell averages 9.96 µm².

Routing
TritonRoute output was used to compute an average wire per cell of 13.2 µm. The routed layout reports a DRC error count of 0. The final wirelength is 7.26 mm. The iteration count recorded for the first detailed-route pass is 4. The count of nets left with antenna violations after detail routing is 0. Per the detail_route report, inserted antenna diodes total 0. The violation tally recorded at the end of detailed-routing iteration 0 is 129. Summing over every cut layer, the via total after detailed routing is 2980. The via density per instance is 5.41.

Min path
STA shows the worst min-delay path finishing at clk_div[31]. The cell depth of the worst min-delay path is 1. The worst min-delay path category is reg2reg. Per the hold report, the tightest min-delay path originates at clk_div[31].

Global routing
The maximum number of pins on one net before global-route repair is 56. The number of antenna violations at the first check in global routing is 0. The number of global-route vias before repair is 2619. The first global-routing pass estimated 12.4 mm of wire. Global routing consumed, over all layers together, 15.1% of the routing resources. The sum of overflow across all layers after global routing is 0.

Place
The placed wire-length estimate is 4.97 mm. Per the post-place timing report, worst setup slack is 2940 ps. The last weighted congestion value of the routability-driven placer is 0.799. During placement, the flow inserted port buffers numbering 17.
## critical path: stages (launching register included)
cell	delay [ps]
edfxtp_1	320
buf_4	410
clkdlybuf4s50_1	550
## kinds of logic (layout without fill, tap and decap cells)
kind of cell,Yosys count,in the layout,synth area share [%]
compound gates,79,79,12.6
xor+xnor,31,31,6.77
fa+ha+maj,4,4,1.25
buf+inv,26,40,2.90
flops,86,86,51.6
mux,5,5,2.21
other cells,1,2,0.0935
simple gates,171,171,22.6
## report_power, final
| group | internal (µW) | total (µW) | switching [µW] |
|---|---|---|---|
| clock | 93.2 | 178 | 84.4 |
| combinational | 8.30 | 15.3 | 7.01 |
| sequential | 251 | 251 | 0 |
| total | 352 | 444 | 91.4 |
## layout make-up
| class | count | area (µm²) | share of cell area [%] |
|---|---|---|---|
| inverters | 11 | 41.3 | 0.942 |
| flip-flops and latches | 86 | 2070 | 47.2 |
| clock buffers | 8 | 80.1 | 1.83 |
| repair buffers | 21 | 195 | 4.45 |
| well taps | 133 | 166 | 3.80 |
| multi-input cells | 292 | 1830 | 41.8 |
## metrics by stage
step / instance area [µm²] / cells / util (%) / total power (µW)
2_1_floorplan: 4020 / 404 / - / 256
3_3_place_gp: 4300 / 543 / 44.2 / 272
3_5_place_dp: 4300 / 543 / 44.2 / 272
4_1_cts: 4380 / 551 / 45.0 / 448
5_1_grt: 4380 / 551 / 45.0 / 458
6_report: 4380 / 551 / 45.0 / 444
## how the worst max path moves through the flow
stage / end / slack, ps
after CTS: sclk / 2640
after global routing: sclk / 2540
final: sclk / 2670
## cells in the mapped netlist, types with 2 or more instances
cell type / n
nor3_1: 7
o31ai_1: 5
clkbuf_1: 6
buf_2: 6
a21oi_1: 20
a31oi_1: 20
xnor2_1: 16
xor2_1: 15
or3_1: 6
nor2_1: 34
edfxtp_1: 15
a41oi_1: 7
nor4b_1: 2
or4_1: 3
ha_1: 4
nand3_1: 30
dfstp_2: 2
inv_1: 11
and2_1: 4
buf_4: 3
o21ai_0: 14
mux4_2: 3
and3_1: 7
a22o_1: 2
nand2b_1: 4
nor4_1: 14
dfxtp_1: 32
nand4b_1: 2
and4_1: 3
dfrtp_1: 37
nand2_1: 35
nand4_1: 13
## layout by cell type, fill, tap and decap left out, types with 2 or more instances in the layout
cell / instances
nor3_1: 7
a21oi_1: 20
and4_1: 3
and2_1: 4
clkbuf_1: 3
and3_1: 7
nand4b_1: 2
nand4_1: 13
mux4_2: 3
o21ai_0: 14
dfstp_2: 2
nand2b_1: 4
a22o_1: 2
or4_1: 3
clkdlybuf4s50_1: 16
nor4_1: 14
dfxtp_1: 32
a31oi_1: 20
nand2_1: 35
a41oi_1: 7
nor4b_1: 2
buf_4: 4
conb_1: 2
o31ai_1: 5
nand3_1: 30
dfrtp_1: 37
edfxtp_1: 15
clkbuf_8: 5
inv_1: 11
nor2_1: 34
xnor2_1: 16
or3_1: 6
xor2_1: 15
ha_1: 4
## registers in the layout (all words and copies together) (netlist names)
| name | flops |
|---|---|
| clk_1mhz | 1 |
| clk_div | 32 |
| count | 32 |
| cs | 1 |
| dac_init | 1 |
| data | 13 |
| done | 1 |
| mosi | 1 |
| state | 4 |
## per-layer routing
layer  global-route usage (%)  wire length (µm)
met5                        0                 0
met4                    0.989                40
met3                     1.39               158
met2                     22.3              3070
met1                     26.6              3980
Power figures rest on the tool's default switching activity, not on a simulated workload.
