==> ./design.v <==
`timescale 1ns / 1ps
module spi_without_modes(
    input wire clk,
    input wire rst,
    input wire tx_enable,
    output reg mosi,
    output reg cs,
    output wire sclk
    );
typedef enum logic [1:0]{idle = 0, start_tx = 1, data_tx = 2, end_tx = 3} state_type;
state_type state, next_state;
reg [7:0] din = 8'hff;
reg spi_clk = 0;
reg [2:0] count = 0;
integer bit_count = 0;
always@(posedge clk) begin
case(state)
idle: begin
spi_clk <= 0;
end
start_tx, data_tx, end_tx: begin
if(count<3'b011 || count == 3'b111) spi_clk<=1'b1;
else spi_clk<=1'b0;
end
endcase
end
always@(posedge clk) begin
if(rst) begin
state <= idle;
end
else state<=next_state;
end
always@(*)begin
case(state)
idle: begin
mosi = 1'b0;
cs = 1'b1;
if(tx_enable) next_state = start_tx;
else next_state = idle;
end
start_tx: begin
cs = 1'b0;
if(count == 3'b111) next_state = data_tx;
else next_state = start_tx;
end
data_tx: begin
mosi = din[7-bit_count];
if(bit_count != 8)begin
next_state = data_tx;
end
else begin
next_state = end_tx;
mosi = 1'b0;
end
end
end_tx: begin
mosi = 1'b0;
if(count == 3'b111) next_state = idle;
else next_state = end_tx;
end
endcase
end
always@(posedge clk) begin
case(state)
idle: begin
count<=0;
bit_count<=0;
end
start_tx: begin
count<=count+1;
end
data_tx: begin
if(bit_count != 8) begin
if(count<3'b111) begin
count<=count+1;
end
else begin
count<=0;
bit_count<=bit_count+1;
end
end
end
end_tx: begin
count<=count+1;
bit_count<=0;
end
default: begin
count<=0;
bit_count<=0;
end
endcase
end
assign sclk = spi_clk;
endmodule
module spi_slave(
    input sclk, mosi, cs,
    output [7:0] dout,
    output reg done);
    integer count = 0;
    typedef enum logic {idle= 0, sample= 1} state_type;
    state_type state;
    reg [7:0] data = 0;
    always@(negedge sclk) begin
    case (state)
    idle : begin
    done<=1'b0;
    if(cs) state <= idle;
    else state <= sample;
    end
    sample : begin
    if(count<8) begin
    count <= count+1;
    data <= {data[6:0], mosi};
    state <= sample;
    end
    else begin
    count<=0;
    state<=idle;
    done<=1'b1;
    end
    end
    default: state<=idle;
    endcase
    end
    assign dout = data;
endmodule
module top
(
input clk, rst, tx_enable,
output [7:0] dout,
output done
);
wire mosi, ss, sclk;
spi_without_modes    spi_m (clk, rst, tx_enable, mosi, ss, sclk);
spi_slave  spi_s (sclk, mosi,ss, dout, done);
endmodule
==> ./run.sh <==
#!/bin/bash
# OpenROAD 26Q1-2900-gdf79404cd8, Yosys 0.63+post, stock flow scripts
make -C /OpenROAD-flow-scripts/flow DESIGN_CONFIG=/design/flow/config.mk WORK_HOME=/design/flow/orfs finish
==> ./config.mk <==
export PLATFORM = sky130hd
export DESIGN_NAME = top
export DESIGN_NICKNAME = top
export VERILOG_FILES = /design/flow/design.v
export SDC_FILE = /design/flow/constraint.sdc
export NUM_CORES = 4
export LEC_CHECK = 1
export CORE_UTILIZATION = 40
==> ./constraint.sdc <==
current_design top

set clk_period 6.5
set clk_io_pct 0.2

create_clock -name clk0 -period $clk_period [get_ports {clk}]

set non_clock_inputs [all_inputs -no_clocks]
set_input_delay [expr $clk_period * $clk_io_pct] -clock clk0 $non_clock_inputs
set_output_delay [expr $clk_period * $clk_io_pct] -clock clk0 [all_outputs]
==> results.json <==
{
  "tns_ns": 0,
  "htree_levels": 2,
  "via_per_inst": 5.871,
  "unconstrained_endpoints": 94,
  "core_um2": 10890,
  "worst_r2r_path_depth": 5,
  "worst_pin_slew_ns": 0.8173,
  "p_leak_uw": 0.001483,
  "ys_async_sr_fraction": 0,
  "grt_pass1_vias": 3147,
  "avgSynthCellArea_um2": 10.53,
  "drt_iter0_markers": 219,
  "io_buffers": 11,
  "vias": 3364,
  "start_kind": "register",
  "drive_gt1_frac": 0.05543,
  "wl_per_cell_um": 15.39,
  "grt_pass1_wl_mm": 15.01,
  "syn_to_final_growth_pct": 8.125,
  "hold_path_depth": 2,
  "cts-root-buf": "clkbuf_8",
  "p_per_area_nw_per_um2": 131.1,
  "synth_chip_area_um2": 4497,
  "fin_area_um2": 4862,
  "synth_stat.cells": 427,
  "hp-class": "register to register",
  "cts_tree": "done",
  "antennaDiodeCount": 0,
  "numCtsBuffers": 5,
  "syn_area_um2": 4497,
  "die_width_um": 108.0,
  "drt_wl_total_mm": 8.820,
  "insertion_delay_ns": 0.29,
  "syn-instance-count": 427,
  "nFillCells": 1004,
  "rsz0062_at_grt": "no",
  "worstSetupPathType": "register to register",
  "drtPass1Iterations": 4,
  "final_util": 0.4466,
  "fin_hold_ws_ns": 0.5082,
  "hold_viol": 0,
  "dpl_cell_area_um2": 4751,
  "rows": 38,
  "slew_viol_final": 0,
  "fmax_ghz": 0.4329,
  "grt_max_degree": 37,
  "grt_overflow": 0,
  "die_area_um2": 11670,
  "unclocked_regs": 44,
  "drc": 0,
  "post_cts_buffers": 0,
  "clockBufferDepth": 2,
  "io_pins": 12,
  "cp_data_required_time_ns": 6.64,
  "arrival_ns": 2.45,
  "status": "completed",
  "ant_nets": 0,
  "synth_flops": 84,
  "crit_fanout": 18,
  "finalWeightedCongestion": 0.8254,
  "finalCritPeriodShare": 0.3554,
  "hpwl_mm": 5.934,
  "fin_skew_ns": 0.01050,
  "dominantRegCellSynth": "edfxtp_1",
  "track_usage": 0.1662,
  "min_period_ns": 2.310,
  "post_cts_resize_count": 0,
  "edf_count": 76,
  "clkSlewWorstSetupHoldPaths_ns": 0.09,
  "fin_cells": 573,
  "slew_headroom": 0.4501,
  "fp_util": 0.4130,
  "r2r_slack_ns": 4.19,
  "cts_hold_buf": 0,
  "vdd_drop_max_mv": 0.1251,
  "setup_viol": 0,
  "die_h_um": 108.0,
  "ys_warn_count": 2,
  "log.warning_count": 26,
  "synth.distinct_cells": 49,
  "antenna_found_initial": 0,
  "maxCapViolations": 0,
  "place_inst": 565,
  "critPathCaptureType": "register"
}
power breakdown:
group	total, µW	leakage (µW)	switching (µW)	internal, µW
Sequential	370	0.000848	31.1	339
Combinational	62.1	0.000580	37.2	24.9
Clock	205	0.0000558	91.3	114
Total	637	0.00148	160	478
cell families after synthesis:
| family | Yosys count | share of synthesized area |
|---|---|---|
| and+or+nand+nor | 196 | 0.2482 |
| AOI/OAI and AO/OA | 83 | 0.1132 |
| DFF | 82 | 0.5342 |
| buffers and inverters | 33 | 0.03172 |
| xor gates and xnor gates | 23 | 0.04480 |
| adders and majority gates | 6 | 0.01669 |
| muxes | 2 | 0.004452 |
| latches | 2 | 0.006678 |
final timing paths:
kind	startpoint	to
max	spi_m.bit_count[0]	spi_m.bit_count[24]
min	spi_m.state[0]	spi_m.state[2]
max reg2reg	spi_m.bit_count[0]	spi_m.bit_count[24]
min reg2reg	spi_m.state[0]	spi_m.state[2]
critical path, cell delays in order, from the launching register on:
cell and delay [ns]:
edfxtp_1 0.43, ha_1 0.25, and4_1 0.23, nand3_1 0.45, or4_1 0.64, a21oi_1 0.15
per-stage QoR:
step	setup WS, ns	power [µW]
floorplan	3.555	413.3
global placement	4.258	435.5
detailed placement	4.174	437.6
CTS	4.175	642.9
global route	3.948	665.5
finish	4.190	637.2
synthesized netlist by cell type (13+ instances only):
cell type	count	area share
edfxtp_1	76	0.51
a21oi_1	37	0.041
nor2_1	36	0.030
nand2_1	28	0.023
or4_1	24	0.040
nand4_1	21	0.029
o31ai_1	21	0.035
nor4_1	17	0.024
xnor2_1	16	0.031
nand3_1	15	0.017
inv_1	14	0.012
or3_1	13	0.018
layer usage:
layer / track usage / routed length [µm] / share of wire
met5: 0 / 0 / 0
met2: 0.2648 / 4125 / 0.47
met3: 0.02454 / 285 / 0.032
met4: 0.01272 / 36 / 0.0041
met1: 0.2665 / 4373 / 0.50
placed cells by master (no fill, tap or decap), types with 3 or more instances in the layout:
cell,n
dfxtp_1,6
xor2_1,7
nand2_1,28
or4_1,24
o21ai_0,12
nand4_1,21
nor4_1,17
xnor2_1,16
nor2b_1,5
buf_4,6
and4_1,10
nor2_1,36
clkbuf_8,5
or3_1,13
inv_1,14
o31ai_1,21
a21oi_1,37
a31oi_1,3
ha_1,6
edfxtp_1,76
nor3_1,10
nand3_1,15
clkdlybuf4s50_1,11
state kept, by name (all words and copies together) (netlist names):
register / cells
spi_s.count: 32
spi_m.bit_count: 32
spi_m.cs: 1
spi_m.count: 3
spi_s.done: 1
spi_m.mosi: 1
spi_s.data: 8
spi_m.spi_clk: 1
spi_m.state: 4
spi_s.state: 1
final cells by class:
class                      instances  area (µm²)  share of cell area
clock buffer                       5       68.82             0.01415
clock inverter                     3       42.54            0.008749
inverter                          14       52.55             0.01081
multi-input combinational        310        1936              0.3981
sequential                        84        2432              0.5003
tap                              140       175.2             0.03603
timing repair buffer              17       155.1             0.03191
Power figures rest on the tool's default switching activity, not on a simulated workload.
